==> ./design.v <==
`timescale 1ns / 1ns
module async_fifo #(
    parameter   DP = 8,
    parameter   DW = 32 )(
    input               wr_clk,
    input               wr_reset_n,
    input               wr_en,
    input   [DW-1:0]    wr_data,
    output              full,
    output              afull,
    input               rd_clk,
    input               rd_reset_n,
    input               rd_en,
    output  [DW-1:0]    rd_data,
    output              empty,
    output              aempty
);
localparam  AW      = $clog2(DP);
localparam  WR_FAST = 1'b1;
localparam  RD_FAST = 1'b1;
reg     [DW-1:0]    mem[DP-1:0];
reg     [AW:0]      sync_rd_ptr_0, sync_rd_ptr_1;
wire    [AW:0]      sync_rd_ptr;
reg                 full_q;
reg     [AW:0]      wr_ptr, gray_wr_ptr;
reg     [AW:0]      gray_rd_ptr;
wire    [AW:0]      wr_ptr_inc = wr_ptr + 1'b1;
wire    [AW:0]      wr_cnt = get_cnt(wr_ptr, sync_rd_ptr);
wire                full_c  = (wr_cnt == DP) ? 1'b1 : 1'b0;
reg     [AW:0]      sync_wr_ptr_0, sync_wr_ptr_1;
wire    [AW:0]      sync_wr_ptr;
reg     [AW:0]      rd_ptr;
reg                 empty_q;
wire    [AW:0]      rd_ptr_inc = rd_ptr + 1'b1;
wire    [AW:0]      rd_cnt = get_cnt(sync_wr_ptr, rd_ptr);
wire                empty_c  = (rd_cnt == 0) ? 1'b1 : 1'b0;
reg     [DW-1:0]    rd_data_q;
wire    [DW-1:0]    rd_data_c = mem[rd_ptr[AW-1:0]];
always @(posedge wr_clk or negedge wr_reset_n)
    if (!wr_reset_n) begin
        wr_ptr <= 'd0;
        gray_wr_ptr <= 'd0;
        full_q <= 'b0;
    end
    else if (wr_en) begin
        wr_ptr <= wr_ptr_inc;
        gray_wr_ptr <= bin2gray(wr_ptr_inc);
        if (wr_cnt == (DP-'d1)) begin
            full_q <= 'b1;
        end
    end
    else begin
        if (full_q && (wr_cnt<DP)) begin
            full_q <= 'b0;
        end
    end
assign full  = (WR_FAST == 1) ? full_c : full_q;
assign afull = (wr_cnt >= DP/2 - 1) ? 1'b1 : 1'b0;
always @(posedge wr_clk)
    if (wr_en) begin
        mem[wr_ptr[AW-1:0]] <= wr_data;
    end
always @(posedge wr_clk or negedge wr_reset_n)
    if (!wr_reset_n) begin
        sync_rd_ptr_0 <= 'b0;
        sync_rd_ptr_1 <= 'b0;
    end
    else begin
        sync_rd_ptr_0 <= gray_rd_ptr;
        sync_rd_ptr_1 <= sync_rd_ptr_0;
    end
assign sync_rd_ptr = gray2bin(sync_rd_ptr_1);
always @(posedge rd_clk or negedge rd_reset_n)
    if (!rd_reset_n) begin
        rd_ptr <= 'd0;
        gray_rd_ptr <= 'd0;
        empty_q <= 'b1;
    end
    else begin
        if (rd_en) begin
            rd_ptr <= rd_ptr_inc;
            gray_rd_ptr <= bin2gray(rd_ptr_inc);
            if (rd_cnt=='d1) begin
                empty_q <= 'b1;
            end
        end
        else begin
            if (empty_q && (rd_cnt!='d0)) begin
                empty_q <= 'b0;
            end
        end
    end
assign empty  = (RD_FAST == 1) ? empty_c : empty_q;
assign aempty = (rd_cnt < DP/2 - 'd3) ? 1'b1 : 1'b0;
always @(posedge rd_clk)
    rd_data_q <= rd_data_c;
assign rd_data  = (RD_FAST == 1) ? rd_data_c : rd_data_q;
always @(posedge rd_clk or negedge rd_reset_n)
    if (!rd_reset_n) begin
       sync_wr_ptr_0 <= 'b0;
       sync_wr_ptr_1 <= 'b0;
    end
    else begin
       sync_wr_ptr_0 <= gray_wr_ptr;
       sync_wr_ptr_1 <= sync_wr_ptr_0;
    end
assign sync_wr_ptr = gray2bin(sync_wr_ptr_1);
function [AW:0] get_cnt;
input [AW:0] wr_ptr, rd_ptr;
begin
    if (wr_ptr >= rd_ptr) begin
        get_cnt = (wr_ptr - rd_ptr);
    end
    else begin
        get_cnt = DP*2 - (rd_ptr - wr_ptr);
    end
end
endfunction
function [AW:0] bin2gray;
input   [AW:0]  bin;
bin2gray = (bin >> 1) ^ bin;
endfunction
function [AW:0] gray2bin;
input   [AW:0]  gray;
integer         k;
for (k = 0; k <= AW; k = k + 1)
    gray2bin[k] = ^(gray >> k);
endfunction
endmodule
==> ./run.sh <==
#!/bin/bash
# OpenROAD 26Q1-2900-gdf79404cd8, Yosys 0.63+post, stock flow scripts
make -C /OpenROAD-flow-scripts/flow DESIGN_CONFIG=/design/flow/config.mk WORK_HOME=/design/flow/orfs finish
==> ./config.mk <==
export PLATFORM = sky130hd
export DESIGN_NAME = async_fifo
export DESIGN_NICKNAME = async_fifo
export VERILOG_FILES = /design/flow/design.v
export SDC_FILE = /design/flow/constraint.sdc
export NUM_CORES = 4
export LEC_CHECK = 1
export CORE_UTILIZATION = 50
==> ./constraint.sdc <==
current_design async_fifo

set clk_period 7.8
set clk_io_pct 0.2

create_clock -name clk0 -period $clk_period [get_ports {rd_clk}]
create_clock -name clk1 -period $clk_period [get_ports {wr_clk}]

set non_clock_inputs [all_inputs -no_clocks]
set_input_delay [expr $clk_period * $clk_io_pct] -clock clk0 $non_clock_inputs
set_output_delay [expr $clk_period * $clk_io_pct] -clock clk0 [all_outputs]
==> changes_impl.md <==
## Flow update

* Pin count of the biggest net entering global routing at 37
* Seq/Total Area, Yosys at 76.3%
* R2R cell count at 5
* Synth top area share at 69.5%
* Clk_skew at 0.0130 ns
* CTS tree: yes
* Max_slew headroom at 52.7%
* Syn Area/Cell at 19.9 um^2
* Critical Path End: full
* Die Height at 151 um
* Final Setup Violations at 0
* Worst R2R Start: rd_ptr[0]
* Die Wd at 151 um
* Drt drc at 0
* Netlist cell types at 32
* Placed cells at 897
* Setup_tns at 0 ns
* Leak at 4.46 nW
* DR vias/cell at 5.57
* Area Overhead vs Synth at 18.5%
* Post-DRT Antenna Nets at 0
* Worst Tran Pin Value at 0.708 ns
* Tightest Hold Check Type: flip-flop to flip-flop
* IO Count at 74
* Top cells by area: edfxtp_1, mux4_2, dfrtp_1
* Initial antenna violation count at 0
* Crit path max fanout at 3
* Share of cells above drive strength 1 at 20.8%
* Final cell count without fillers at 949
* Fp util at 50.9%
* Most frequent cells after synthesis: edfxtp_1, nand2_1, mux4_2, dfrtp_1, xnor2_1
* Yosys stat area at 11100 um^2
* Outcome: completed
* Post-synthesis cell count at 555
* Worst setup EP type: output pin
* Power density over cell area at 399 nW/um^2
* Die Area at 22700 um^2
* CP Class: flip-flop to output pin
* Flip-flops with a built-in enable at 256
* TritonRoute pass-1 iters at 4
* DR iter-0 viols at 306
* Unrepaired setup endpoints after global routing: false
* First-pass GRT wire length at 31.5 mm
* Post-layout instance area at 13100 um^2
* Number of buffers added on ports at 72
* CTS Hold Buffers Added at 0
* Routed len/inst at 21.4 um
* Tally of OpenROAD warnings at 26
* Placed cell area at 12100 um^2
* Number of global-route vias before repair at 5851
* Gr usage total at 21.4%
* # Post-CTS Setup Buffers at 0
* Gpl congestion at 0.763
* Max-cap violations at 0
* WL final at 20.3 mm
* Yosys warning total at 1
* Final max-slew violation count at 0
* Ant. Diodes at 0
* Cell taking the most area after synthesis: edfxtp_1
* Routed vias at 5282
* Worst Slack Setup Final at 3.06 ns
* Peak supply drop at 0.000267 V
* Number of core rows at 54
* Post-synthesis cell type with the largest instance count: edfxtp_1
* CP arrival at 3.18 ns
* Reg2reg end: gray_rd_ptr[1]
* Ys async rst share at 10.5%
* Req. time, crit path at 6.24 ns
* Clock-pin slew on the worst setup and hold paths at 0.06 ns
* Core Util, Final at 60.2%
* Yosys stat cell total at 555
* Pre-CTS setup slack at 3.29 ns
* CTS resizes at 0
* Final Hold Viols at 0
* Clock sink count at 286
* Critical path launch point: sync_rd_ptr_1[3]
* Worst reg-to-reg setup slack at 5.60 ns
* Synthesized registers at 286
* Gr ovfl total at 0
* Ys flop type: edfxtp_1
* CORE AREA at 21800 um^2
* Hpwl dp at 11.0 mm
* Synthesized area at 11100 um^2
* Startpoint types: flip-flop
through the flow:
step / hold WS (ns) / total power, mW
2_1_floorplan: 0.331 / 3.24
3_3_place_gp: 0.333 / 3.89
4_1_cts: 0.107 / 5.31
3_5_place_dp: 0.335 / 3.93
5_1_grt: 0.108 / 5.57
6_report: 0.119 / 5.23
registers in the layout (all words and copies together) (netlist names):
register and flops:
mem 256, rd_ptr 4, sync_rd_ptr_0 4, sync_rd_ptr_1 4, sync_wr_ptr_0 4, sync_wr_ptr_1 4
wr_ptr 4, gray_rd_ptr 3, gray_wr_ptr 3
layout by cell type (no fill, tap or decap), types with 6 or more instances in the layout:
cell type,netlist,layout
buf_4,4,16
clkbuf_1,5,7
clkbuf_16,0,30
clkdlybuf4s50_1,0,72
dfrtp_1,30,27
edfxtp_1,256,256
ha_1,8,8
inv_1,6,6
mux2_2,7,7
mux4_2,64,64
nand2_1,102,102
nor2_4,0,6
xnor2_1,19,19
xor2_1,7,7
worst min path at each step:
stage | start | to | slack [ns] | cells past startpoint
finish | gray_rd_ptr[2] | sync_rd_ptr_0[2] | 0.12 | 0
global route | gray_rd_ptr[2] | sync_rd_ptr_0[2] | 0.11 | 0
CTS | gray_rd_ptr[2] | sync_rd_ptr_0[2] | 0.11 | 0
where the power goes:
group,leakage (nW),internal [mW],switching [mW]
clock,0.472,0.839,0.528
combinational,1.31,0.955,0.826
sequential,2.68,1.96,0.125
total,4.46,3.76,1.48
routing by layer:
layer | GRT usage [%] | up-vias | share of wire (%)
li1 | - | 2356 | -
met1 | 32.0 | 2595 | 37
met2 | 29.7 | 298 | 47
met3 | 14.7 | 33 | 15
met4 | 3.20 | 0 | 1.4
met5 | 0 | - | 0
layout make-up:
cell class	count	area, um^2
clock buffers	41	832
clock inverters	11	130
fillers	1529	8650
inverters	6	22.5
multi-input cells	237	2480
flip-flops and latches	286	8440
well taps	280	350
repair buffers	88	841
critical path: stages, from the launching register on:
cell and delay [ns]:
dfrtp_1 0.40, xnor2_1 0.24, xor2_1 0.34, xnor2_1 0.19, ha_1 0.19, inv_1 0.05, fa_1 0.37, xnor2_1 0.19
nand3_1 0.09, nor3_1 0.14, clkdlybuf4s50_1 0.48
cells by family after synthesis:
family          share of synthesized area (%)
simple gates                             4.34
compound gates                          0.554
flops                                    76.3
buf+inv                                  1.76
mux                                      13.7
fa+ha+maj                                1.27
xor+xnor                                 2.06
No activity file was given, so power comes from the tool's default toggle rates.
